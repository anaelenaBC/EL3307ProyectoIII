==> design/flow/design.v <==
module subsistemaDisplay (reloj, reinicio, resultadoBCD, banderaConvertida, sieteSegmentosA, sieteSegmentosB, sieteSegmentosC);
	input reloj;
	input reinicio;
	input[11:0] resultadoBCD;
	input banderaConvertida;
	output[6:0] sieteSegmentosA;
	output[6:0] sieteSegmentosB;
	output[6:0] sieteSegmentosC;
	always @(posedge reloj) begin
		if (reinicio == 1'b0) begin
			if (banderaConvertida == 1'b1) begin
				case (resultadoBCD[3:0]) 
					4'b0000: sieteSegmentosA = 7'b1111111;  
					4'b0001: sieteSegmentosA = 7'b1001111;  
					4'b0010: sieteSegmentosA = 7'b0010010;  
					4'b0011: sieteSegmentosA = 7'b0000110;  
					4'b0100: sieteSegmentosA = 7'b1001100;  
					4'b0101: sieteSegmentosA = 7'b0100100;  
					4'b0110: sieteSegmentosA = 7'b0100000;  
					4'b0111: sieteSegmentosA = 7'b0001111;  
					4'b1000: sieteSegmentosA = 7'b0000000;  
					4'b1001: sieteSegmentosA = 7'b0001100;  
				endcase
				case (resultadoBCD[7:4]) 
					4'b0000: sieteSegmentosB = 7'b1111111;  
					4'b0001: sieteSegmentosB = 7'b1001111;  
					4'b0010: sieteSegmentosB = 7'b0010010;  
					4'b0011: sieteSegmentosB = 7'b0000110;  
					4'b0100: sieteSegmentosB = 7'b1001100;  
					4'b0101: sieteSegmentosB = 7'b0100100;  
					4'b0110: sieteSegmentosB = 7'b0100000;  
					4'b0111: sieteSegmentosB = 7'b0001111;  
					4'b1000: sieteSegmentosB = 7'b0000000;  
					4'b1001: sieteSegmentosB = 7'b0001100;  
				endcase
				case (resultadoBCD[11:8])
					4'b0000: sieteSegmentosC = 7'b1111111;  
					4'b0001: sieteSegmentosC = 7'b1001111;  
					4'b0010: sieteSegmentosC = 7'b0010010;  
					4'b0011: sieteSegmentosC = 7'b0000110;  
					4'b0100: sieteSegmentosC = 7'b1001100;  
					4'b0101: sieteSegmentosC = 7'b0100100;  
					4'b0110: sieteSegmentosC = 7'b0100000;  
					4'b0111: sieteSegmentosC = 7'b0001111;  
					4'b1000: sieteSegmentosC = 7'b0000000;  
					4'b1001: sieteSegmentosC = 7'b0001100;  
				endcase
			end
			else begin
				sieteSegmentosA = 7'b1111111;
				sieteSegmentosB = 7'b1111111;
				sieteSegmentosC = 7'b1111111;
			end
		end
		else begin
			sieteSegmentosA = 7'b1111111;
			sieteSegmentosB = 7'b1111111;
			sieteSegmentosC = 7'b1111111;
		end
	end
endmodule 
==> design/flow/run.sh <==
#!/bin/bash
# OpenROAD 26Q1-2900-gdf79404cd8, Yosys 0.63+post, stock flow scripts
make -C /OpenROAD-flow-scripts/flow DESIGN_CONFIG=/design/flow/config.mk WORK_HOME=/design/flow/orfs finish
==> design/flow/config.mk <==
export PLATFORM = sky130hd
export DESIGN_NAME = subsistemaDisplay
export DESIGN_NICKNAME = subsistemaDisplay
export VERILOG_FILES = /design/flow/design.v
export SDC_FILE = /design/flow/constraint.sdc
export NUM_CORES = 4
export LEC_CHECK = 1
export CORE_AREA = 10 10 94 94
export DIE_AREA = 0 0 104 104
==> design/flow/constraint.sdc <==
current_design subsistemaDisplay

set clk_period 1.7
set clk_io_pct 0.2

create_clock -name clk0 -period $clk_period [get_ports {reloj}]

set non_clock_inputs [all_inputs -no_clocks]
set_input_delay [expr $clk_period * $clk_io_pct] -clock clk0 $non_clock_inputs
set_output_delay [expr $clk_period * $clk_io_pct] -clock clk0 [all_outputs]
==> Slide: Implementation Results <==
Synthesis and Place & Route Summary

Logic synthesis
  • Unique cell types: 29
  • Mean post-synth cell area: a little under 9 µm²
  • # Cells Yosys: 126
  • Yosys reg bits: 21
  • Synth Warn #: 37
  • Post-synthesis sequential area ratio: 0.373
  • Cell Area, Synth: 0.00113 mm²
  • Post-synthesis cell count: between 100 and 150
  • Synthesis area per yosys: around 0.0011 mm²

Detailed routing
  • DRC Markers: 0
  • Drt total wl: 2990 µm
  • DR WL/cell: 11.5 µm
  • Post-route ant nets: 0
  • Initial DRC count: 31
  • Ant. Diodes: 0
  • Vias per std cell: ~3.9
  • Drt first pass iters: 4
  • Vias: a little over 1000

Final timing
  • Final hold vios: 0
  • Sum Neg Setup Slack: 0 ps
  • Maximum clock rate: 0.672 GHz
  • Crit share post-route: 0.875
  • Setup-failing EPs final: 0
  • Minimum clock period: 1490 ps
  • Setup Skew: 0 ps
  • Worst slew pin tran: ~340 ps
  • Slew margin rel.: 0.771
  • Final WS setup: roughly 210 ps
  • RSZ-0062 raised after global routing: false
  • Final Max Tran Viols: 0

Worst hold path
  • Worst Hold Path Cells: 2
  • Worst Hold End: sieteSegmentosA[4]
  • Class of the worst hold path: flip-flop to flip-flop
  • Worst hold start: sieteSegmentosA[4]

Finish
  • Area Growth Syn to Fin: 44.0%
  • Comb area: around 550 µm²
  • Commonest non-fill, non-tap cells in the layout: 35 x clkdlybuf4s50_1, 21 x dfxtp_1, 14 x buf_4
  • Register area: 420 µm²
  • Proportion of layout cells with a drive suffix above 1: 0.141
  • Commonest Layout Cell: clkdlybuf4s50_1
  • Fill count: 766

Global routing
  • GRT Total Usage: 0.0516
  • Largest net degree at the start of global routing: 16
  • GRT Residual Overflow: 0
  • Wire length of the first global-routing pass: about 4800 µm
  • Initial antenna violation count: 0
  • Vias in the first global route: 972

Power
  • Internal power: 0.821 mW
  • Net Sw Power: 0.293 mW
  • Comb power frac: 0.209
  • Final Power: 1.11 mW
  • Sequential fraction of design power: 0.476
  • Net Sw Frac: 0.263
  • Static Leakage: 0.645 nW
  • VDD IR max: 0.000219 V
  • Cell Pwr Density: 687 mW/mm²
  • Clock share of power: 0.315

Clock tree
  • Number of CTS-inserted buffers: 3
  • Clock latency on the worst-skew pair: ~260 ps
  • H-tree depth: 1
  • Post-cts repair resize count: 0
  • Hold-fix buffers, CTS: 0
  • Clk root buf: clkbuf_8
  • Clock sinks: 21
  • TritonCTS clock tree: built
  • # Post-CTS Setup Buffers: 0
  • Worst-path clk slew: 90 ps
  • Clock buffer depth: 2

Setup path
  • Worst Path Required: 1360 ps
  • Max stage delay on crit path: ~500 ps
  • Crit Path Class: flip-flop to primary output
  • Crit-path cells: clkdlybuf4s50_1
  • Worst setup SP type: flip-flop
  • Slowest-stage cell, CP: clkdlybuf4s50_1
  • Crit path DAT: 1150 ps
  • Cell family with most CP delay: buffers and inverters
  • R2r endpoint: sieteSegmentosC[1]
  • Critical path fanouts, max: 3
  • CP endpoint kind: primary output
  • Worst R2R Setup Slack: 900 ps
  • Critical R2R Launch: sieteSegmentosC[1]
  • FF-to-FF path depth: 3
  • Bufs and invs on worst path: 1

Floorplan
  • Core Util at FP: 0.165
  • Die height: 104 µm
  • Num rows: 30
  • Die ar.: around 0.011 mm²
  • Total core area: approximately 0.0068 mm²
  • Die X: 104 µm
  • Io pins: 36

Job
  • Max Cap Viol: 0
  • Stage-log warning count: 25

Placement
  • Routability congestion estimate: 0.794
  • HPWL reported at the end of detailed placement: ~2300 µm
  • Setup WS pre-CTS: 76.5 ps
  • Buffers on Ports: 35

Status
  • Status: completed
## sequential cells by signal, summed over array words and instances, names as in the netlist
register,count
sieteSegmentosC,7
sieteSegmentosA,7
sieteSegmentosB,7
## worst min-delay path, cell delays in order, from the launching register on
cell and delay (ps):
dfxtp_1 330, nand3_1 60, o311ai_0 70
## how the worst max path moves through the flow
stage / depth (start not counted) / slack (ps) / to / start
finish: 1 / 210 / sieteSegmentosC[3] / sieteSegmentosC[3]
CTS: 1 / 180 / sieteSegmentosC[3] / sieteSegmentosC[3]
global route: 1 / 160 / sieteSegmentosC[3] / sieteSegmentosC[3]
## cells in the mapped netlist
cell type	instances	area share
a21oi_1	6	0.027
nand3_1	9	0.040
a311o_2	2	0.020
a31oi_1	3	0.017
xnor2_1	3	0.023
xor2_1	3	0.023
buf_4	1	0.0067
a21o_1	1	0.0067
o21ai_1	2	0.0089
nand2b_1	4	0.022
o21a_1	3	0.020
a21o_2	2	0.016
buf_2	4	0.018
dfxtp_1	21	0.37
a32o_1	3	0.027
o21ai_0	9	0.040
nand3b_1	3	0.020
or2_1	3	0.017
o211ai_1	6	0.040
nor2b_1	1	0.0056
o311ai_0	3	0.023
o211a_1	3	0.027
a311o_1	1	0.0089
clkbuf_1	3	0.010
buf_6	8	0.080
nor2_1	9	0.030
inv_1	6	0.020
a22o_1	3	0.023
o21ai_2	1	0.0078
## metrics by stage
stage	hold WS [ps]	utilization	area, µm²	std cells
after floorplan	429	-	1130	126
after global placement	474	0.230	1570	255
after detailed placement	482	0.230	1570	255
after CTS	506	0.237	1620	259
after global routing	532	0.237	1620	259
final	495	0.237	1620	259
## power groups by stage
stage	clock (mW)	combinational, mW	sequential (mW)
after CTS	0.370	0.237	0.531
final	0.351	0.233	0.530
after global routing	0.386	0.258	0.535
## kinds of logic (layout without fill, tap and decap cells)
family,after synthesis,count (layout),synth area share
AND/OR/NAND/NOR,29,29,0.134
buffers and inverters,22,59,0.134
AND-OR/OR-AND,48,48,0.311
XOR/XNOR,6,6,0.0467
flip-flops,21,21,0.373
## layout make-up
| type | instances | area share |
|---|---|---|
| clock buffer | 3 | 0.0255 |
| multi-input combinational | 83 | 0.342 |
| clock inverter | 1 | 0.00463 |
| tap | 96 | 0.0741 |
| sequential | 21 | 0.259 |
| inverter | 6 | 0.0139 |
| timing repair buffer | 49 | 0.281 |
## per-layer routing
layer  part of all wire  GRT usage  up-vias  routed length, µm
li1                   -          -      529                  -
met1               0.48     0.0673      468               1440
met2               0.48     0.0883       18               1430
met3              0.025    0.00815        2                 74
met4              0.014    0.00994        0                 41
met5                  0          0        -                  0
No activity file was given, so power comes from the tool's default toggle rates.
