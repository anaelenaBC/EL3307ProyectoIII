--- ./run.sh ---
#!/bin/bash
# OpenROAD 26Q1-2900-gdf79404cd8, Yosys 0.63+post, stock flow scripts
make -C /OpenROAD-flow-scripts/flow DESIGN_CONFIG=/design/flow/config.mk WORK_HOME=/design/flow/orfs finish
--- ./config.mk ---
export PLATFORM = sky130hd
export DESIGN_NAME = subsistemaLectura
export DESIGN_NICKNAME = subsistemaLectura
export VERILOG_FILES = /design/flow/design.v
export SDC_FILE = /design/flow/constraint.sdc
export NUM_CORES = 4
export LEC_CHECK = 1
export CORE_AREA = 10 10 70 70
export DIE_AREA = 0 0 80 80
--- ./constraint.sdc ---
current_design subsistemaLectura

set clk_period 1.0
set clk_io_pct 0.2

create_clock -name clk0 -period $clk_period [get_ports {reloj}]

set non_clock_inputs [all_inputs -no_clocks]
set_input_delay [expr $clk_period * $clk_io_pct] -clock clk0 $non_clock_inputs
set_output_delay [expr $clk_period * $clk_io_pct] -clock clk0 [all_outputs]
--- ./design.v ---
module subsistemaLectura (reloj, reinicio, 
									operandoEntradaA, operandoEntradaB, iniciarMultiplicacion, 
									operandoSalidaA, operandoSalidaB, 
									ledOperandoA, ledOperandoB, banderaValida);
	input reloj;
	input reinicio;
	input[3:0] operandoEntradaA;
	input[3:0] operandoEntradaB;
	input iniciarMultiplicacion;
	output[3:0] operandoSalidaA;
	output[3:0] operandoSalidaB;
	output ledOperandoA;
	output ledOperandoB;
	output banderaValida;
	always @(posedge reloj) begin
		if (reinicio == 1'b0) begin
			operandoSalidaA = operandoEntradaA;
			operandoSalidaB = operandoEntradaB;
			ledOperandoA = 1'b0;
			ledOperandoB = 1'b0;
			banderaValida = 1'b1;
		end
		else begin
			operandoSalidaA = 4'b0000;
			operandoSalidaB = 4'b0000;
			ledOperandoA = 1'b1;
			ledOperandoB = 1'b1;
			banderaValida = 1'b0;
		end
	end
endmodule 
==> out/results.txt <==
initial antenna violation count -> 0
Log Warnings -> 26
Worst-path clk slew -> 50 ps
chip area in the Yosys report -> 262 µm²
Final ANT Viol Nets -> 0
CP max-delay cell -> dfxtp_1
HP Start -> operandoEntradaB[3]
vias in the first global route -> 220
Num CTS Buffers -> 3
YS warnings -> 11
cell family with most CP delay -> flip-flops
syn_area_per_cell -> 13.1 µm²
Slew Limit Fails -> 0
fp_density -> 7.66%
Metal-1 WL -> 182 µm
maximum vdd drop -> 0.000225 V
global route total overflow -> 0
Worst-Margin Slew -> 328 ps
core area -> 3420 µm²
Netlist cell types -> 4
# IOs -> 22
top logic cells by instance count in the layout -> clkdlybuf4s15_1 (10), clkdlybuf4s50_1 (9), nor2b_1 (8), dfxtp_1 (7)
Gate Count Post-Synth -> 20
crit path capture type -> output port
internal power -> 0.000623 W
Root Buffer -> clkbuf_4
first-pass GRT wire length -> 1.01 mm
RD Place Congestion -> 0.663
total power -> 0.000749 W
Comb pwr share -> 10.6%
Setup TNS -> 0 ps
Max Root-Sink Buffers -> 2
Setup Buffers After CTS -> 0
IO buf count -> 20
Seq pwr share -> 57.0%
critical path class -> reg -> out
startpoint types -> flip-flop
Highest Clock Rate -> 1.04 GHz
worst setup path startpoint -> operandoSalidaA[2]
post-layout util -> 15.7%
Seq/Total Area, Yosys -> 76.6%
power per cell area -> 1400 nW/µm²
die height -> 80 µm
Avg Vias per Cell -> 2.32
fillers -> 382
hold crit path type -> in -> reg
Routed met2 length -> 375 µm
unrepaired setup endpoints after global routing -> no
CP Buf/Inv Count -> 1
most area-hungry cell type in the Yosys netlist -> dfxtp_1
period utilization -> 96.6%
die area -> 6400 µm²
largest net degree at the start of global routing -> 11
Highest Signal Layer -> met3
Data arrival, critical path -> 770 ps
Post-CTS Hold Buffers -> 0
H-tree lvl count -> 1
Top-area cell share -> 76.6%
Ant. Diodes -> 0
detailed-route via count -> 204
drt total wl -> 702 µm
Pleak -> 0.208 nW
top cells, area -> dfxtp_1 (77%), nor2b_1 (19%), buf_4 (2.9%)
Routed wire per std cell -> 7.98 µm
CP peak stage delay -> 290 ps
most numerous logic cell after layout -> clkdlybuf4s15_1
CP required -> 800 ps
max cap viols -> 0
critical-path cell list -> dlygate4sd2_1
status -> finished clean
DRT iter0 DRCs -> 2
final routed DRC violation total -> 0
Final setup violation count -> 0
Area Growth Syn to Fin -> 105%
CTS tree -> done
Sw Ratio -> 16.9%
power share of the clock group -> 32.4%
Slew HR -> 78.1%
# Cells Yosys -> 20
crit-path max FO -> 1
GR Util All Layers -> 1.98%
std cell rows -> 21
Hold Vio Cnt, Final -> 0
routed length on met3 -> 145 µm
DRT Pass-1 Iters -> 2
Synth flops -> 10
Final min period -> 966 ps
reported net switching power -> 0.000127 W
Mapped Area -> 262 µm²
share of cells above drive strength 1 -> 14.3%
Clock Sinks -> 10
Die X-Extent -> 80 µm
## flip-flops by register name (all words and copies together), names as in the netlist
name	cells
operandoSalidaA	4
ledOperandoA	1
operandoSalidaB	4
banderaValida	1
## per-layer routing
layer | vias up | track usage [%]
met5 | - | 0
met2 | 13 | 3.77
met3 | 0 | 1.36
met1 | 87 | 1.55
li1 | 104 | -
met4 | 0 | 0.528
## path summary, 6_finish.rpt
path / endpoint / slack [ps] / depth (start not counted)
hold / removal: operandoSalidaB[3] / 500 / 2
setup / recovery: operandoSalidaA[2] / 30 / 1
## through the flow
stage / setup slack (ps) / cells / instance area (µm²) / hold WS [ps]
6_report: 34.2 / 88 / 537 / 502
3_5_place_dp: -95.7 / 85 / 512 / 766
3_3_place_gp: -74.7 / 85 / 512 / 778
2_1_floorplan: 420 / 20 / 262 / 228
4_1_cts: 5.44 / 88 / 524 / 494
5_1_grt: 5.18 / 88 / 537 / 503
## final cells by class
class	instances	area [µm²]	share of cell area (%)
clock buffers	3	22.5	4.20
inverters	1	3.75	0.699
multi-input cells	8	50.0	9.32
flip-flops and latches	10	204	38.0
repair buffers	20	199	37.1
well taps	46	57.6	10.7
## cell usage after synthesis
| library cell | number |
|---|---|
| buf_4 | 1 |
| dfxtp_1 | 10 |
| inv_1 | 1 |
| nor2b_1 | 8 |
## power by group through the flow
| stage | Clock [W] | Sequential [W] | Combinational (W) |
|---|---|---|---|
| after CTS | 0.000258 | 0.000426 | 0.0000788 |
| after global routing | 0.000279 | 0.000429 | 0.0000887 |
| final | 0.000243 | 0.000427 | 0.0000797 |
## logic make-up (layout without fill, tap and decap cells)
group                  count (synthesis)  in the layout  share of synthesized area (%)
flip-flops                            10             10                           76.6
AND/OR/NAND/NOR                        8              8                           19.1
buffers and inverters                  2             24                           4.31
## what timing repair did
action                     CTS  global route
gates resized               14            10
pin swaps                    0             0
setup endpoints to repair   11             8
Power is estimated from default activity; no workload was simulated.
